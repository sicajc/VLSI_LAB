File: ./constraint.sdc
current_design alu

set clk_period 4.0
set clk_io_pct 0.2

create_clock -name clk0 -period $clk_period [get_ports {clk}]

set non_clock_inputs [all_inputs -no_clocks]
set_input_delay [expr $clk_period * $clk_io_pct] -clock clk0 $non_clock_inputs
set_output_delay [expr $clk_period * $clk_io_pct] -clock clk0 [all_outputs]
File: ./run.sh
#!/bin/bash
# OpenROAD 26Q1-2900-gdf79404cd8, Yosys 0.63+post, stock flow scripts
make -C /OpenROAD-flow-scripts/flow DESIGN_CONFIG=/design/flow/config.mk WORK_HOME=/design/flow/orfs finish
File: ./design.v
module alu(alu_out,
           accum,
           data,
           opcode,
           zero,
           clk,
           reset);
    input 		clk, reset;
    input 	[7:0] 	accum, data;
    input 	[2:0] 	opcode;
    output reg[7:0] 	alu_out;
    output 		zero;
    reg[7:0] mux_out;
    always @(posedge clk) begin
        alu_out <= reset ? 'd0 : mux_out;
    end
    always @(*)
    begin
        case(opcode)
        3'b000:    mux_out = accum;
        3'b001:    mux_out = accum + data;
        3'b010:    mux_out = accum - data;
        3'b011:    mux_out = accum & data;
        3'b100:    mux_out = accum ^ data;
        3'b101:    mux_out = ~accum + 1;
        3'b110:    mux_out = accum * 'd5 + accum / 'd8;
        3'b111:    mux_out = (accum >= 'd32 ) ? data : ~data;
        default:    mux_out = 'd0;
        endcase
    end
    assign zero = (accum == 'd0);
endmodule
File: ./config.mk
export PLATFORM = sky130hd
export DESIGN_NAME = alu
export DESIGN_NICKNAME = alu
export VERILOG_FILES = /design/flow/design.v
export SDC_FILE = /design/flow/constraint.sdc
export NUM_CORES = 4
export LEC_CHECK = 1
export CORE_AREA = 10 10 102 102
export DIE_AREA = 0 0 112 112
==> impl_metrics.yaml <==
# implementation run metrics
outcome:
  status: "finished clean"
pwr:
  seq_power_share_pct: 17.9
  clkPwrFrac_pct: 18.0
  power_switching_share_pct: 38.30
  p_switching_w: 0.0001975
  static-leakage-power_nw: 0.9807
  power.combinational.fraction_pct: 64.1
  cellInternalPower_w: 0.0003180
  cellPowerDensity_nw_per_um2: 217.3
  ir_drop_worst_case_vdd_mv: 0.07656
hold_path:
  hold_path.class: "input pin to flop"
  worst_min_delay_path_startpoint: "reset"
detailed_routing:
  drt-vias-per-instance: 4.705
  detail_route.antenna_diodes: 0
  met3_wirelength_um: 434
  met2_length_mm: 2.301
  postRouteWirelength_mm: 5.433
  drt_iter0_markers: 135
  wl_met1_mm: 2.669
  highest_metal_layer_with_signal_wires: "met4"
  routed_wire_length_per_instance_um: 14.19
  detail_route.first_pass.iterations: 4
  route.detailed.drc: 0
  dr_total_vias: 1802
  route.antenna.remaining_nets: 0
final_layout:
  most_frequent_cells_in_the_layout: "sky130_fd_sc_hd__nor2_1, sky130_fd_sc_hd__ha_1, sky130_fd_sc_hd__clkdlybuf4s50_1, sky130_fd_sc_hd__xnor2_1, sky130_fd_sc_hd__inv_1"
  largest_register_ffs: 8
  registers.top_by_ff_count: "alu_out"
  areaGrowthSynthToFinish_pct: 25.73
  layout_top_registers: "alu_out (8)"
  final_common_cell: "sky130_fd_sc_hd__nor2_1"
  post_route_cells_drive_above_1_share_pct: 6.835
synth:
  synth_area_in_adders_pct: 27.19
  seq_area_frac_synth_pct: 8.488
  largest_area_cell: "sky130_fd_sc_hd__ha_1"
  simple_gate_area_share_pct: 22.08
  ys_chip_area_um2: 1887
  netlist_logic_family_top: "adder cells"
  netlist-cell-type-count: 49
  avg_inst_size_synth_um2: 7.701
  synth_xor_xnor_area_share_pct: 13.46
  yosys.area.top_type_share_pct: 21.88
  syn_inst: 245
  synth.yosys.num_cells: 245
  synthesis.yosys.warnings: 1
  synth-edff-count: 0
  synth_flop_count: 8
  netlist_area_um2: 1887
  compound_area_share_pct: 19.89
  synth.mux.area_fraction_pct: 2.321
  ys_async_sr_fraction_pct: 0
  post_synth_area_hogs: "sky130_fd_sc_hd__ha_1, sky130_fd_sc_hd__xnor2_1, sky130_fd_sc_hd__dfxtp_1"
  synth-main-ff-cell: "sky130_fd_sc_hd__dfxtp_1"
global_routing:
  grt_first_pass_wirelength_mm: 8.901
  grt_overflow: 0
  grtUsageTotal_pct: 8.354
  grt_max_degree: 29
  antenna_found_initial: 0
  first_global_vias: 1715
cts:
  cts_buffers: 3
  ctsHtreeMaxLevel: 1
  post_cts_resized: 0
  cts.repair_timing.setup_buffer_count: 0
  cts_tree: "built"
  cts.reportedPaths.clkPinSlew_ns: 0.04
  cts.sinks: 8
  postCtsHoldBufs: 0
  cts_root_buffer: "sky130_fd_sc_hd__clkbuf_8"
  cts_max_path_buffers: 2
floorplanning:
  fp_util_pct: 22.96
  die_w_um: 112
  fp.dieH_um: 112
  row_count: 33
  io-pin-count: 30
  design.core.area_um2: 8217
  floorplan.die_area_um2: 12540
sta:
  timing.final.setup_violations: 0
  rsz0062_at_grt: "no"
  slew_headroom_pct: 69.71
  final.hold.worst_slack_ns: 1.403
  min_period_ns: 3.433
  hold_viol_final: 0
  fin_tns_setup_ns: 0
  timing_max_transition_violations_final: 0
  worstMarginPinSlew_ns: 0.4529
  fmax_mhz: 291.3
  final.period_utilization_pct: 85.83
setup_path:
  crit_path_end_kind: "flop"
  timing.critical_path.fanout_max: 7
  worst_setup_path_start: "accum[7]"
  required_ns: 4.09
  path_class: "input pin to flop"
  startpoint_type: "input pin"
  timing.critical_path.arrival_ns: 3.53
place:
  routabilityCongestion: 0.9064
  sum_of_net_half_perimeters_after_detailed_placement_mm: 4.493
  portBuffers: 29
flow_run:
  warnings: 26
  max_cap_violations: 0
## power groups by stage
| stage | Combinational (W) | Clock [W] | Sequential [W] |
|---|---|---|---|
| 4_1_cts | 0.000331 | 0.0000958 | 0.0000925 |
| 5_1_grt | 0.000375 | 0.0000987 | 0.0000933 |
| 6_report | 0.000330 | 0.0000928 | 0.0000923 |
## critical path, cell delays in order
cell	delay [ns]
sky130_fd_sc_hd__clkdlybuf4s50_1	0.72
sky130_fd_sc_hd__inv_1	0.12
sky130_fd_sc_hd__fa_1	0.55
sky130_fd_sc_hd__inv_1	0.04
sky130_fd_sc_hd__ha_1	0.33
sky130_fd_sc_hd__o21a_1	0.20
sky130_fd_sc_hd__o31a_1	0.12
sky130_fd_sc_hd__o22ai_1	0.16
sky130_fd_sc_hd__xnor2_1	0.10
sky130_fd_sc_hd__a221oi_1	0.30
sky130_fd_sc_hd__nor3_1	0.08
## layout make-up
cell class	count	area [um2]
Timing Repair Buffer	40	372.9
Multi-Input combinational cell	210	1603
Inverter	17	63.81
Clock buffer	3	41.29
Sequential cell	8	160.2
Tap cell	105	131.4
Fill cell	891	5844
## synthesized netlist by cell type, types with 6 or more instances
library cell               instances
sky130_fd_sc_hd__nand2_1          11
sky130_fd_sc_hd__o21ai_0           6
sky130_fd_sc_hd__dfxtp_1           8
sky130_fd_sc_hd__nor2_1           35
sky130_fd_sc_hd__inv_1            17
sky130_fd_sc_hd__xor2_1            7
sky130_fd_sc_hd__ha_1             33
sky130_fd_sc_hd__buf_2             6
sky130_fd_sc_hd__nand2b_1          7
sky130_fd_sc_hd__a21oi_1           9
sky130_fd_sc_hd__nor3_1           10
sky130_fd_sc_hd__xnor2_1          22
## cells by family after synthesis
logic type,count (synthesis)
simple gates,84
compound gates,55
fa+ha+maj,39
xor+xnor,29
buf+inv,27
flops,8
mux,3
## path summary, 6_finish.rpt
kind,to,cells after the start
min,alu_out[6],2
max,alu_out[7],11
## metrics by stage
| step | area (um2) | cells | setup slack [ns] | power, W | utilization [%] |
|---|---|---|---|---|---|
| floorplan | 1887 | 245 | 1.043 | 0.0003123 | - |
| global placement | 2331 | 380 | 0.4112 | 0.0004232 | 28.37 |
| detailed placement | 2331 | 380 | 0.3803 | 0.0004229 | 28.37 |
| CTS | 2372 | 383 | 0.6061 | 0.0005192 | 28.87 |
| global route | 2372 | 383 | 0.4360 | 0.0005671 | 28.87 |
| finish | 2372 | 383 | 0.5667 | 0.0005155 | 28.87 |
## metal layers
| metal | track usage, % | vias up |
|---|---|---|
| li1 | - | 945 |
| met1 | 12.77 | 790 |
| met2 | 12.35 | 63 |
| met3 | 1.357 | 4 |
| met4 | 0.7614 | 0 |
| met5 | 0 | - |
Power figures rest on the tool's default switching activity, not on a simulated workload.
