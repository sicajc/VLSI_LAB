### /design/flow/design.v
`timescale 1ns / 1ns
module mem(data,
           addr,
           read,
           write);
    inout [7:0] data;
    input [4:0] addr;
    input       read, write;
    reg[7:0] mem[0:7] ;
    wire[7:0] mem_out;
    integer i;
    always @(posedge write)
    begin
        if (write)
            mem[addr] <= data;
        else
            mem[addr] <= mem[addr];
    end
    assign data = read ? mem[addr] : 'dz;
endmodule
### /design/flow/run.sh
#!/bin/bash
# OpenROAD 26Q1-2900-gdf79404cd8, Yosys 0.63+post, stock flow scripts
make -C /OpenROAD-flow-scripts/flow DESIGN_CONFIG=/design/flow/config.mk WORK_HOME=/design/flow/orfs finish
### /design/flow/config.mk
export PLATFORM = sky130hd
export DESIGN_NAME = mem
export DESIGN_NICKNAME = mem
export VERILOG_FILES = /design/flow/design.v
export SDC_FILE = /design/flow/constraint.sdc
export NUM_CORES = 4
export LEC_CHECK = 1
export CORE_UTILIZATION = 40
### /design/flow/constraint.sdc
current_design mem

set clk_period 4.2
set clk_io_pct 0.2

create_clock -name clk0 -period $clk_period [get_ports {write}]

set non_clock_inputs [all_inputs -no_clocks]
set_input_delay [expr $clk_period * $clk_io_pct] -clock clk0 $non_clock_inputs
set_output_delay [expr $clk_period * $clk_io_pct] -clock clk0 [all_outputs]
==> Changelog: implementation <==
## Implementation

* CTS clock-pin slew for the worst setup and hold paths at roughly 70 ps
* Post-synth seq share at 0.756
* Setup Viol. Count Final at 0
* Initial detailed-routing violation count at 33
* Maximum number of pins on one net before global-route repair at 27
* Worst Setup SP: addr[1]
* Cell chosen for the clock root: clkbuf_8
* Clock buffers created by TritonCTS at 9
* Buffers from clock root to sink, at most at 2
* Number of instances in the synthesized netlist at 109
* Tally of buffers added on design ports at 3
* Share of the cycle needed by the critical path after routing at 0.831
* Placeable core region at 6030 sq um
* Total global routing track utilization at 0.150
* Vias in the first global route at ~1200
* Crit path cell chain: clkdlybuf4s50_1 > mux4_2 > nand3_1
* Total cell area reported by yosys after synthesis at approximately 2500 sq um
* Startpoint Class: input port
* Post-detailed-placement half-perimeter wirelength at 2360 microns
* Number of I/O pins at 15
* Worst min-delay path class: input port to flip-flop
* Most frequent logic cell in the layout: edfxtp_1
* Top cell type by total area after synthesis: edfxtp_1
* Cell depth of the worst min-delay path at 0
* Synth unique cells at 18
* Crit path largest cell delay at 980 ps
* Effective utilization at floorplan at 0.422
* Layout cell share with drive strength beyond 1 at 0.229
* Register-to-register setup slack at 2710 ps
* ANT cells at 0
* Hold-fix buffers at CTS at 0
* Pint at 0.00102 W
* Max FFs per register at 64
* Floorplan die width at 81.7 microns
* Largest type area fraction at 0.756
* Setup repair after global routing missed its margin: no
* YS warnings at 2
* Fraction of power consumed by combinational cells at 0.055
* Flops after synth at between 60 and 70
* Number of placement rows at 28
* Drt total wl at 4020 microns
* Final Critical Period at 3490 ps
* FF-to-FF End: mem[5][1]$_DFFE_PP_
* Maximum level of the CTS H-tree at 3
* Synth-to-layout area growth at 12.9%
* Total tool warning count at 28
* Netlist Area Pre-Place at 2540 sq um
* WL/cell at 19.5 microns
* Worst rel slew slack at 0.471
* # Cells Yosys at 109
* Routed vias at 1082
* Highest clock rate at approximately 290 MHz
* Register with the most flip-flops: mem
* DRC Markers at 0
* Clk latency late pin at 330 ps
* Peak fanout along the critical path at 19
* Final hold vios at 0
* Seq pwr share at 0.572
* Critical path start-end classification: input port to output port
* CP Data Required Time at 3360 ps
* Post-cts resize count at 0
* Net switching component of the power at 0.000249 W
* Fin Setup TNS at 0 ps
* End point of the most critical hold path: mem[5][3]$_DFFE_PP_
* Proportion of total power due to net switching at 0.196
* Mapped Avg Cell Area at 23.3 sq um
* First-pass GRT wire length at approximately 6300 microns
* Outcome: finished, final reports clean
* Most used cells in the layout excluding fill and tap cells: edfxtp_1 (64), mux4_1 (14), buf_4 (10)
* Slowest CP cell: clkdlybuf4s50_1
* Setup WS pre-CTS at 658 ps
* R2r startpoint: mem[6][1]$_DFFE_PP_
* Actual slew at the worst max-slew pin at 791 ps
* Clock Power Share at 0.373
* Crit path arrival time at between 2000 and 3000 ps
* Clock net sink count at 64
* Max rail drop VDD at 273 uV
* HP Start: data[3]
* # Max-Cap Violations at 0
* Smallest setup slack after layout at between 700 and 800 ps
* Power density relative to cell area at ~440 nW/um^2
* Number of search-and-repair iterations in the first detailed-routing pass at 4
* Maximum clock skew at final layout at 6.08 ps
* R2r worst-path depth at 2
* Area of the die at about 6700 sq um
* Main area contributors: edfxtp_1 (76%), mux4_1 (14%), mux2_2 (3.1%), mux4_2 (0.89%), nor3b_1 (0.89%)
* Registers with the highest flip-flop counts: mem (64)
* Average vias per placed instance at 5.25
* Final tally of max-slew violations at 0
* Total congestion overflow at 0
* Antenna violations before repair at 0
* Residual antenna-violating net count after detailed routing at 0
* Post-CTS setup-driven buffer insertion count at 0
* Clock tree from TritonCTS: done
* Die height at about 80 microns
* Placer's final routability congestion estimate at a little under 0.8
* Static Leakage at about 0.8 nW
* Endpoint type of the worst setup path: output port
==> per-layer routing <==
layer | GRT usage | share of wire
met5 | 0 | 0
met4 | 0.0228 | 0.015
met3 | 0.105 | 0.11
met2 | 0.215 | 0.48
met1 | 0.206 | 0.40
==> synthesized netlist by cell type <==
cell,n
edfxtp_1,64
mux4_1,14
mux2_2,7
nand2_1,4
clkbuf_1,3
nor3b_1,3
and3b_1,2
mux2i_1,2
and3_1,1
buf_2,1
buf_4,1
buf_6,1
buf_8,1
mux4_2,1
nand2b_1,1
nand3_1,1
nor2_1,1
nor3_1,1
==> critical path: cells and delay by family <==
kind	cells	cell delay (ps)
buffers and inverters	1	980
multiplexers	1	600
AND/OR/NAND/NOR	1	220
==> kinds of logic (layout without fill, tap and decap cells) <==
logic type             Yosys count  after routing  synth area share
and+or+nand+nor                 14             14            0.0320
buffers and inverters            7             29            0.0197
DFF                             64             64             0.756
muxes                           24             24             0.192
==> metrics by stage <==
step | power [W] | std cells | hold WS [ps] | area, sq um | utilization
6_report | 0.00127 | 206 | 640 | 2870 | 0.476
5_1_grt | 0.00132 | 206 | 623 | 2870 | 0.476
4_1_cts | 0.00129 | 206 | 622 | 2870 | 0.476
3_5_place_dp | 0.000813 | 190 | 757 | 2690 | 0.447
3_3_place_gp | 0.000809 | 190 | 688 | 2690 | 0.447
2_1_floorplan | 0.000789 | 109 | 630 | 2540 | -
==> area by class of cell <==
cell class / count / area, sq um
tap: 75 / 93.8
timing repair buffer: 13 / 105
multi-input combinational: 38 / 571
clock inverter: 5 / 47.5
sequential: 64 / 1920
clock buffer: 11 / 131
fill: 493 / 3160
==> worst max path at each step <==
stage,to,cells past startpoint
6_report,data[5],3
5_1_grt,data[5],3
4_1_cts,data[5],3
==> power by group through the flow <==
stage	sequential, W	clock [W]	combinational, W
after CTS	0.000727	0.000492	0.0000729
final	0.000727	0.000473	0.0000702
after global routing	0.000729	0.000513	0.0000783
Power is estimated from default activity; no workload was simulated.
