==> ./run.sh <==
#!/bin/bash
# OpenROAD 26Q1-2900-gdf79404cd8, Yosys 0.63+post, stock flow scripts
make -C /OpenROAD-flow-scripts/flow DESIGN_CONFIG=/design/flow/config.mk WORK_HOME=/design/flow/orfs finish
==> ./config.mk <==
export PLATFORM = sky130hd
export DESIGN_NAME = FIR
export DESIGN_NICKNAME = FIR
export VERILOG_FILES = /design/flow/design.v
export SDC_FILE = /design/flow/constraint.sdc
export NUM_CORES = 4
export LEC_CHECK = 1
export CORE_UTILIZATION = 50
==> ./constraint.sdc <==
current_design FIR

set clk_period 16.1
set clk_io_pct 0.2

create_clock -name clk0 -period $clk_period [get_ports {clk}]

set non_clock_inputs [all_inputs -no_clocks]
set_input_delay [expr $clk_period * $clk_io_pct] -clock clk0 $non_clock_inputs
set_output_delay [expr $clk_period * $clk_io_pct] -clock clk0 [all_outputs]
==> ./design.v <==
module FIR(Dout,
           Din,
           clk,
           reset);
    parameter b0 = 7;
    parameter b1 = 17;
    parameter b2 = 32;
    parameter b3 = 46;
    parameter b4 = 52;
    parameter b5 = 46;
    parameter b6 = 32;
    parameter b7 = 17;
    parameter b8 = 7;
    output	[17:0]	Dout;
    input 	[7:0] 	Din;
    input 		clk, reset;
    reg[17:0] cal_out[0:8];
    reg[7:0] shift_regs[0:7];
    integer reg_index;
    always @(posedge clk)
    begin
        for(reg_index = 0;reg_index < 8 ; reg_index = reg_index + 1)
        begin
            if (reset)
            begin
                shift_regs[reg_index] <= 'd0;
            end
            else
            begin
                if(reg_index == 0)
                    shift_regs[reg_index] <= Din;
                else
                    shift_regs[reg_index] <= shift_regs[reg_index-1];
            end
        end
    end
    assign Dout = (((Din * b0 + 'd0) + (shift_regs[0] * b1)) + (shift_regs[1] * b2) + (shift_regs[2] * b3)+(shift_regs[3]*b4)+
        (shift_regs[4]*b5)+(shift_regs[5]*b6) + (shift_regs[6]*b7) + (shift_regs[7]*b8));
endmodule
==> impl_metrics.toml <==
# synthesis and place-and-route metrics
[run]
warnings = 35
maxCapViolCount = 0

[worst_setup_path]
path_class = "input pin to output port"
rr_startpoint = "shift_regs[2][7]"
worst_setup_path_start_kind = "input pin"
worstPathMaxFanout = 4
crit_required_ps = 12880
worstPathCellList = "clkdlybuf4s50_1 > fa_1 > inv_1 > fa_1 > fa_1 > inv_1 > fa_1 > inv_1 > fa_1 > inv_1 > fa_1 > inv_1 > fa_1 > inv_1 > ha_1 > a2111oi_0 > o21ai_1 > a21o_1 > a21oi_2 > xnor2_1 > clkdlybuf4s50_1"
startpoint = "Din[7]"
r2r_cells = 2
cp.depth = 21
slowest_delay_ps = 560
crit_path_frequent_cell = "fa_1"
timing.critical_path.slowest_stage_cell = "fa_1"
cp-endpoint = "Dout[13]"
rrSetupSlack_ps = 15320
endpoint_kind = "output port"
cp_num_buf_inv = 8
reg2reg_to = "shift_regs[3][7]"
crit_family = "adder cells"
worstPathArrival_ps = 9500

[synthesis]
syn_inst = 825
ys.flops = 64
ys_cells = 825
synth-main-ff-cell = "dfxtp_1"
top_area_cell = "fa_1"
syn_area_per_cell_um2 = 9.975
synthTopCellsByArea = "fa_1 (32%), ha_1 (23%), dfxtp_1 (16%)"
ys_warn_count = 2
synth_top_area_share_pct = 32.11
ys_types = 46
synth_area_um2 = 8229
async_flop_share_pct = 0
synth-edff-count = 0
ys_seq_share_pct = 15.57
common_cells = "inv_1 (238), ha_1 (154), fa_1 (132)"
yosysMostFrequentCell = "inv_1"
ys_area_um2 = 8229

[global_route]
overflow = 0
grtUsageTotal_pct = 20.85
first_global_vias = 5011
grt_first_pass_wirelength_um = 24970
antenna_found_initial = 0
grt_start_max_net_pins = 65

[detailed_routing]
drtPass1Iterations = 4
viasPerCell = 4.817
remaining_drc_errors = 0
wl_um = 15210
routedWlPerCell_um = 14.14
ant_nets = 0
vias = 5183
antenna_cells = 0
drt_iter0_drc = 175

[floorplan]
fp-utilization_pct = 51.43
num_rows = 46
core_area_um2 = 16000
die_h_um = 130.3
fp.dieW_um = 130.3
dieArea_um2 = 16980
num_io_pins = 28

[cts]
clock-sinks = 64
clk_pin_slew_ps = 50
clockRootBuffer = "clkbuf_16"
hold_buffers = 0
cts_tree = "yes"
post_cts_buffers = 0
cts_buffers = 9
cts_resized = 0
clk_path_buf_depth = 2
clk_latency_ps = 330
h-tree-depth = 3

[final_layout]
largest_reg_flops = 64
reg.largest.list = "shift_regs (64)"
layout.cells.non_filler = 1076
regMostFlops = "shift_regs"
layout-drive-gt1-share_pct = 2.907
postLayoutCellArea_um2 = 9069
area_growth_pct = 10.20

[timing]
timing.fmax_mhz = 78.63
slew_viol_final = 0
fin_crit_sh_pct = 78.99
rsz0062_at_grt = "no"
worst_pin_slew_ps = 684.7
finalSetupViolations = 0
tns_ps = 0
maxSlewHeadroom_pct = 54.35
hold-worst-slack_ps = 461.1
finalClockSkew_ps = 6.576
final-hold-violation-count = 0
post-route-min-period_ps = 12720

[place]
dp_cells = 1060
io_buffers = 27
gp_congestion = 0.8920
dpl_cell_area_um2 = 8738
dp_hpwl_um = 13340

[worst_hold_path]
min-delay-path-class = "register to register"
worstHoldStart = "shift_regs[5][4]"

[power_and_ir_drop]
p_leak_uw = 0.004916
power_density_nw_per_um2 = 106.5
p_total_uw = 966.2
peakVddDrop_mv = 0.1353

[outcome]
status = "finished, final reports clean"
[placed cells by master, fill, tap and decap left out, types with 9 or more instances in the layout]
master / Yosys / routed
xor2_1: 14 / 14
fa_1: 132 / 132
a21oi_1: 22 / 22
clkdlybuf4s50_1: 0 / 26
dfxtp_1: 64 / 64
clkbuf_16: 0 / 9
nor2_1: 33 / 33
ha_1: 154 / 154
inv_1: 238 / 238
nor2b_1: 47 / 47
nand2_1: 9 / 9
xnor2_1: 20 / 20
[where the power goes]
| group | internal [µW] | total, µW | leakage, µW | switching (µW) |
|---|---|---|---|---|
| registers | 162 | 166 | 0.000520 | 4.34 |
| logic | 321 | 588 | 0.00424 | 267 |
| clock network | 140 | 212 | 0.000151 | 71.8 |
| total | 623 | 966 | 0.00492 | 344 |
[how the worst min path moves through the flow]
stage / slack (ps) / endpoint / cells past startpoint
6_report: 460 / shift_regs[6][4] / 2
5_1_grt: 500 / shift_regs[6][4] / 2
4_1_cts: 470 / shift_regs[6][4] / 2
[through the flow]
stage | setup slack, ps | util (%)
after floorplan | 4711 | -
after global placement | 3467 | 54.61
final | 3383 | 56.68
after global routing | 3040 | 56.68
after detailed placement | 3335 | 54.61
after CTS | 3311 | 56.68
[layer usage]
layer | wire [µm] | GRT usage, % | vias to the layer above | part of all wire, %
li1 | - | - | 2592 | -
met1 | 6822 | 31.76 | 2492 | 45
met2 | 7483 | 33.14 | 88 | 49
met3 | 764 | 5.094 | 11 | 5.0
met4 | 140 | 1.778 | 0 | 0.92
met5 | 0 | 0 | - | 0
[worst min-delay path, delay by kind of cell, from the launching register on]
kind	cells	cell delay (ps)
buffers and inverters	1	80
DFF	1	290
and+or+nand+nor	1	50
[cell type report]
cell class,instances,area [µm²]
Clock inverter,6,91.34
Sequential cell,64,1281
Multi-Input combinational cell,514,6021
Timing Repair Buffer,28,272.8
Fill cell,1426,6932
Inverter,238,893.4
Clock buffer,10,239.0
Tap cell,216,270.3
[cell families (layout without fill, tap and decap cells)]
group / count (synthesis) / count (layout) / synth area share [%]
buf+inv: 247 / 282 / 11.27
fa+ha+maj: 286 / 286 / 55.53
mux: 1 / 1 / 0.1216
compound gates: 75 / 75 / 6.249
flops: 64 / 64 / 15.57
xor+xnor: 34 / 34 / 3.619
simple gates: 118 / 118 / 7.648
Power figures rest on the tool's default switching activity, not on a simulated workload.
